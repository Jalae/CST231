### run.sh
#!/bin/bash
# OpenROAD 26Q1-2900-gdf79404cd8, Yosys 0.63+post, stock flow scripts
make -C /OpenROAD-flow-scripts/flow DESIGN_CONFIG=/design/flow/config.mk WORK_HOME=/design/flow/orfs finish
### config.mk
export PLATFORM = sky130hd
export DESIGN_NAME = Elevator
export DESIGN_NICKNAME = Elevator
export VERILOG_FILES = /design/flow/design.v
export SDC_FILE = /design/flow/constraint.sdc
export NUM_CORES = 4
export LEC_CHECK = 1
export CORE_AREA = 10 10 99 99
export DIE_AREA = 0 0 109 109
### constraint.sdc
current_design Elevator

set clk_period 2.8
set clk_io_pct 0.2

create_clock -name clk0 -period $clk_period [get_ports {clk}]

set non_clock_inputs [all_inputs -no_clocks]
set_input_delay [expr $clk_period * $clk_io_pct] -clock clk0 $non_clock_inputs
set_output_delay [expr $clk_period * $clk_io_pct] -clock clk0 [all_outputs]
### design.v
module E_ButtonLatch(
input				clk,
input				clr,
input		[3:0]	a,
input		[3:0]	b,
input		[3:0]	curFlr,
output	reg	[3:0]	c
);
always@ (negedge clk)
begin
	if(clr)
		c = (c|a|b) & ~curFlr;
	else
		c = (c|a|b);
end
endmodule
module E_DoShift(
input				clk,
input				dir,
input				en,
output	reg	[3:0]	curFlr
);
always@(negedge clk)
begin
	if(curFlr)
	case({en, dir})
		2'b00:curFlr = curFlr;
		2'b01:curFlr = curFlr;
		2'b10:curFlr = curFlr >> 1;
		2'b11:curFlr = curFlr << 1;
		default:curFlr = curFlr;
	endcase
	else
		curFlr = 4'b0001;
end
endmodule
module E_DoorAnim(
input				clk,
input				dO,
input				dC,
output	reg [3:0]	Door
);
reg	[2:0]	cnt = 0;
always@ (posedge clk)
begin
	if(dO)
		if(|Door)
			cnt = cnt - 3'd1;
		else
			cnt = cnt;
	else if(dC)
		if(~&Door)
			cnt = cnt + 3'd1;
		else
			cnt = cnt;
end
always@ (cnt)
begin
	case(cnt)
		0: Door = 4'b0000;
		1: Door = 4'b1000;
		2: Door = 4'b1100;
		3: Door = 4'b1110;
		4: Door = 4'b1111;
		default:Door = 4'b0000;
	endcase
end
endmodule
module E_GetDirection(
input			clk,
input	[3:0]	bts,
input	[3:0]	curFlr,
output			dir
);
reg 		fdir;
reg [3:0]	pbts;
assign dir = fdir;
always@ (posedge clk)
	fdir = (pbts>curFlr);
always@ (*)
begin
	if(dir)
		casex(bts)
			4'b1XXX:pbts = 4'b1000;
			4'b01XX:pbts = 4'b0100;
			4'b001X:pbts = 4'b0010;
			4'b0001:pbts = 4'b0001;
			default:pbts = curFlr;
		endcase
	else
		casex(bts)
			4'bXXX1:pbts = 4'b0001;
			4'bXX10:pbts = 4'b0010;
			4'bX100:pbts = 4'b0100;
			4'b1000:pbts = 4'b1000;
			default:pbts = curFlr;
		endcase
end
endmodule
module E_SegEnc(
input		[3:0]	curFlr,
output		[2:0]	COM,
output	reg	[6:0]	SEG
);
assign COM = 3'b101;
always@ (curFlr)
	case(curFlr)
	4'b0001:SEG = 7'b0110000;
	4'b0010:SEG = 7'b1101101;
	4'b0100:SEG = 7'b1111001;
	4'b1000:SEG = 7'b0110011;
	default:SEG = 7'd0;
	endcase
endmodule
module E_StateMachine(
input			clk,
input	[3:0]	bts,
input	[3:0]	curFlr,
output			mEn,
output			DoorOpen,
output			DoorClose,
output			clearFlr,
output			ShiftFlr
);
reg	[2:0]	state;
reg	[3:0]	counter;
parameter	s_Move = 4'd3,
			s_Arrived = 4'd4,
			s_DoorOpen = 4'd0,
			s_Idle = 4'd1,
			s_DoorClose = 4'd2;
assign DoorOpen = (state == s_DoorOpen);
assign DoorClose = (state == s_DoorClose);
assign ShiftFlr = (state == s_Arrived); 
assign clearFlr = (state == s_Idle);
assign mEn = (state == s_Arrived) || (state == s_Move);
always@ (posedge clk)
begin
	case(state)
		s_DoorOpen:
		begin
			if(counter < 4'd4)
			begin
				counter = counter + 4'd1;
				state = state;
			end
			else
			begin
				counter = 4'd0;
				state = s_Idle;
			end
		end
		s_Idle:
		begin
			if(bts & ~curFlr)
				state = s_DoorClose;
			else
				state = state;
		end
		s_DoorClose:
		begin
			if(counter < 4'd4)
			begin
				state = state;
				counter = counter + 4'd1;
			end
			else
			begin
				state = s_Move;
				counter = 4'd0;
			end
		end
		s_Move:
		begin
			if(counter < 1)
			begin
				counter = counter + 4'd1;
				state = state;
			end
			else
			begin
				counter = 4'd0;
				state = s_Arrived;
			end
		end
		s_Arrived:
		begin
			if(bts&curFlr)
				state = s_DoorOpen;
			else
				state = s_Move;
		end
		default:
		begin
			state = s_Idle;
			counter = 4'd0;
		end
	endcase
end
endmodule
module Elevator(
(* chip_pin = "43" *)					input			clk,
(* chip_pin = "8,6,5,4" *)				input	[3:0]	btsA,
(* chip_pin = "14,12,11,9" *)			input	[3:0]	btsB,
(* chip_pin = "16,17,18,19" *)			output	[3:0]	Door,
(* chip_pin = "25,26,27,28,29,31,33" *)	output	[6:0]	SEG,
(* chip_pin = "20,21,24" *)				output	[2:0]	COM,
(* chip_pin = "37" *)					output	reg		m_up,
(* chip_pin = "39" *)					output	reg		m_dn
);
wire [3:0]	curFlr,
			bts;
wire	clearFlr,
		motorEna,
		doorOpen,
		doorClose,
		shiftFlr,
		dir;
E_ButtonLatch BL(clk, clearFlr, btsA, btsB, curFlr, bts);
E_StateMachine SM(clk, bts, curFlr, motorEna, doorOpen, doorClose, clearFlr, shiftFlr);
E_DoShift DS(clk, dir, shiftFlr, curFlr);
E_DoorAnim DA(clk, doorOpen, doorClose, Door);
E_GetDirection GD(clk, bts, curFlr, dir);
always@(posedge clk)
begin
	m_up = dir && motorEna;
	m_dn = (~dir) && motorEna;
end
E_SegEnc SE(curFlr, COM, SEG);
endmodule
==> out/qor.csv <==
stage,metric,value,unit
status,status,"finished, violations left",
status,failing checks,negative setup slack,
synth,Synth Seq Share,0.3943,
sta,final setup fails,11,
critical_path,Critical Path Start Type,flip-flop,
synth,Post-Syn Area,1320,um2
placement,Placer Congestion,0.7898,
placement,DP HPWL,2344,um
min_path,Hold/Removal Path Class,flip-flop to flip-flop,
critical_path,Crit path largest cell delay,0.36,ns
cts,hold buffer count at cts,0,
route,first-pass iteration count of the detailed router,4,
global_routing,GR Layer Usage met1,0.08130,
final_layout,Fillers,807,
sta,clock skew,0.08310,ns
global_routing,GRT Total Usage,0.05615,
die,# IOs,25,
die,Floorplan Utilization,0.1708,
synth,top area contributor share,0.2275,
power,proportion of power drawn by the clock network,0.114,
cts,clk root buf,clkbuf_8,
cts,total CTS buffers,3,
critical_path,crit path buf inv count,2,
route,Routed Antenna Nets,0,
power,sw frac,0.3900,
synth,library cells used by synthesis,41,
synth,Top area cell types,"edfxtp_1 (23%), dfxtp_1 (17%), ha_1 (11%), inv_1 (3.7%), o21ai_0 (3.4%)",
sta,Hold Fails Final Rpt,0,
critical_path,crit path kind,flip-flop to primary output,
route,DR iter-0 viols,32,
final_layout,Top cell excl fill/tap,buf_4,
critical_path,Crit. Startpoint,DS.curFlr[3]$_SDFFE_NN0N_,
synth,async set-reset flop share out of synthesis,0,
power,Net Switching,0.0008906,W
cts,clock sink total,21,
route,vias per cell,3.872,
critical_path,Worst path slowest cell,dfxtp_4,
cts,H-tree lvl count,1,
final_layout,Comb area,795.8,um2
placement,Buffers on Ports,21,
placement,Post-Place Cell Area,1827,um2
final_layout,Seq. cell area,533.0,um2
synth,Most common reg cell,dfxtp_1,
route,via count,1177,
cts,worst skew pair latency,0.35,ns
cts,CTS tree,built,
final_layout,fraction of layout cells with a size suffix above 1,0.3515,
final_layout,Top Layout Cells,"buf_4 (30), inv_1 (18), clkdlybuf4s50_1 (14)",
critical_path,Crit path max-delay family,flip-flops,
sta,fin worst setup slack,-0.4908,ns
synth,Syn. warnings,7,
global_routing,GRT Residual Overflow,0,
route,DR WL/cell,10.39,um
power,combinational share of power,0.600,
critical_path,reg2reg path depth,8,
die,Die Ht,109,um
power,leakage power,0.8787,nW
critical_path,"Max FO, Critical Path",6,
cts,"Reg clk slew, reported paths",0.09,ns
synth,synthesized instance count,145,
sta,Slew Limit Fails,0,
global_routing,met2 usage,0.08483,
die,row cnt,32,
die,Core Area,7727,um2
global_routing,largest net degree at the start of global routing,13,
power,Peak supply drop,0.4023,mV
global_routing,first-pass GRT wire length,5582,um
critical_path,Levels on crit path,5,
critical_path,Critical Path End Type,primary output,
route,final wirelength,3159,um
global_routing,GR Util met3,0.01254,
global_routing,GR peak layer,met2,
synth,Yosys top cell by area,edfxtp_1,
final_layout,design area,2068,um2
route,drt drc,0,
global_routing,initial antenna violation count,0,
job,tally of OpenROAD warnings,41,
critical_path,R2R Path Start,DS.curFlr[3]$_SDFFE_NN0N_,
power,power per cell area,1104,nW/um2
final_layout,Final Util,0.2676,
final_layout,synthesis-to-finish area growth,56.68,%
critical_path,cell chain of the critical path,xor2_2 -> o21ai_2 -> buf_4 -> o21bai_1 -> buf_2,
die,full die area,11880,um2
critical_path,Critical Path RT,2.24,ns
synth,Yosys chip area,1320,um2
synth,number of synthesized register bits,21,
route,Antenna Cells,0,
synth,Post-synth EDFFs,10,
critical_path,worst reg2reg path endpoint,GD.fdir$_DFF_P_,
synth,Synth Area per Inst,9.104,um2
global_routing,vias in the first global route,1201,
critical_path,Critical Path AT,2.73,ns
critical_path,Setup crit end,SEG[5],
job,Max Cap Violations,0,
synth,yosys cell count,145,
critical_path,R2R setup slack,-0.32,ns
sta,worst hold margin,0.6265,ns
die,Die Span X,109,um
sta,RSZ-0062 raised after global routing,true,
power,sequential power share,0.286,
cts,Max Root-Sink Buffers,2,
power,Int Power,0.001393,W
-- repair_timing --
item,CTS,global route
gates resized,54,6
pin swaps,18,12
setup endpoints to repair,11,17
setup buffers,12,1
-- logic make-up (layout without fill, tap and decap cells) --
| kind of cell | count (synthesis) | after routing | share of synthesized area |
|---|---|---|---|
| adders and majority gates | 12 | 12 | 0.1137 |
| other | 2 | 4 | 0.005689 |
| buffers and inverters | 27 | 82 | 0.09099 |
| DFF | 21 | 21 | 0.3943 |
| xor gates and xnor gates | 5 | 5 | 0.03318 |
| AOI/OAI and AO/OA | 36 | 36 | 0.1839 |
| muxes | 3 | 3 | 0.02370 |
| and+or+nand+nor | 39 | 39 | 0.1545 |
-- layer usage --
metal,vias to the layer above,part of all wire
met5,-,0
met3,4,0.045
met4,0,0.014
met2,23,0.43
met1,531,0.51
li1,619,-
-- worst min path at each step --
stage                   start                   to  cells past startpoint
6_report  DA.cnt[0]$_DFFE_PP_  DA.cnt[0]$_DFFE_PP_                      1
5_1_grt   DA.cnt[0]$_DFFE_PP_  DA.cnt[0]$_DFFE_PP_                      1
4_1_cts   DA.cnt[0]$_DFFE_PP_  DA.cnt[0]$_DFFE_PP_                      1
-- synth_stat cells (2+ instances only) --
master	number
edfxtp_1	10
o21ai_0	9
buf_4	4
a22oi_1	4
o21ai_1	2
o41ai_1	2
buf_2	3
inv_1	13
clkbuf_1	6
nor4_1	4
and2_1	4
mux2i_1	2
nand2_1	7
nor2b_1	2
dfxtp_1	11
nor2_1	8
nor3_1	6
nand3_1	2
a21oi_1	8
conb_1	2
a21o_1	2
ha_1	12
xnor2_1	3
xor2_1	2
-- registers in the layout, indices dropped and copies added, names as in the netlist --
| register | cells |
|---|---|
| BL.c | 4 |
| DS.curFlr | 4 |
| SM.counter | 4 |
| DA.cnt | 3 |
| SM.state | 3 |
| GD.fdir | 1 |
| m_dn | 1 |
| m_up | 1 |
-- cell type report --
type	count	area share
clock inverter	9	0.01815
clock buffer	3	0.01996
sequential	21	0.2577
multi-input combinational	99	0.3848
tap	102	0.06171
timing repair buffer	58	0.2347
inverter	12	0.02299
-- power by group through the flow --
| stage | Combinational [W] | Sequential, W | Clock, W |
|---|---|---|---|
| after global routing | 0.00153 | 0.000682 | 0.000294 |
| final | 0.00137 | 0.000653 | 0.000261 |
| after CTS | 0.00137 | 0.000650 | 0.000271 |
-- through the flow --
stage | std cells | TNS, ns | worst slack (ns) | total power [W]
after detailed placement | 286 | -4.045 | -0.5322 | 0.001850
final | 304 | -3.261 | -0.4908 | 0.002284
after global routing | 304 | -4.137 | -0.5916 | 0.002509
after global placement | 286 | -3.926 | -0.5033 | 0.001827
after CTS | 305 | -3.289 | -0.5115 | 0.002286
after floorplan | 147 | -0.06220 | -0.06220 | 0.001303
Power and IR drop assume default switching activity.
