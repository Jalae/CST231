==> /design/flow/design.v <==
module BCD_7SEG
(
	input	[3:0]	BCD,
	output	[6:0]	SEG_7
);
assign SEG_7[6] = BCD[1]&&!BCD[3] || BCD[0]&&BCD[2]&&!BCD[3] || !BCD[0]&&!BCD[2]&&!BCD[3] || !BCD[1]&&!BCD[2]&&BCD[3];
assign SEG_7[5] = !BCD[3]&&!BCD[2] || !BCD[1]&&!BCD[2] || !BCD[3]&&!BCD[1]&&!BCD[0] || !BCD[3]&&BCD[1]&&BCD[0];
assign SEG_7[4] = !BCD[3]&&BCD[2] || !BCD[2]&&!BCD[1] || BCD[0]&&!BCD[3];
assign SEG_7[3] = BCD[3]&&!BCD[2]&&!BCD[1] || !BCD[2]&&!BCD[1]&&!BCD[0] || BCD[1]&&!BCD[2]&&!BCD[3] || !BCD[3]&&BCD[1]&&!BCD[0] || !BCD[3]&&BCD[2]&&!BCD[1]&&BCD[0];
assign SEG_7[2] = !BCD[3]&&BCD[1]&&!BCD[0] || !BCD[2]&&!BCD[1]&&!BCD[0];
assign SEG_7[1] = !BCD[1]&&BCD[3]&&!BCD[2] || !BCD[1]&&BCD[2]&&!BCD[3] || !BCD[3]&&!BCD[1]&&!BCD[0] || !BCD[0]&&BCD[2]&&!BCD[3];
assign SEG_7[0] = !BCD[1]&&!BCD[2]&&BCD[3] || !BCD[1]&&BCD[2]&&!BCD[3] || BCD[1]&&!BCD[3]&&!BCD[2] || !BCD[3]&&BCD[1]&&!BCD[0];
endmodule
module DATA_LATCH
(
	input					CLK,
	input					ENA_N,
	input			[11:0]	INPUT,
	output reg		[11:0]	OUTPUT
);
always@(posedge CLK)
	if(~ENA_N)
		OUTPUT = INPUT;
	else
		OUTPUT = OUTPUT;
endmodule
module MUX4_1x4
	(
		input		[1:0]	SEL,
		input		[3:0]	InputA,
							InputB,
							InputC,
							InputD,
		output	reg	[3:0]	OUTPUT
	);
always@(*)
	case(SEL)
		2'd0: OUTPUT = InputA;
		2'd1: OUTPUT = InputB;
		2'd2: OUTPUT = InputC;
		2'd3: OUTPUT = InputD;
	endcase
endmodule
module PRIORITY_N_COUNTER
(
	input				CLK,
	output	reg	[1:0]	COUNT,
	output	reg	[3:0]	OUTPUT
);
always@(posedge CLK)
	COUNT = (COUNT + 1'b1);
always@(COUNT)
	case(COUNT)
		2'b00: OUTPUT = 4'b1000;
		2'b01: OUTPUT = 4'b0100;
		2'b10: OUTPUT = 4'b0010;
		2'b11: OUTPUT = 4'b0001;
	endcase
endmodule 
module Lab2
(
(* chip_pin = "43" *)					input			CLK,
(* chip_pin = "6,5,4" *)				input	[2:0]	A,
(* chip_pin = "12,11,9" *)				input	[2:0]	B,
(* chip_pin = "16" *)					input			clear,
(* chip_pin = "33,31,29,28,27,26,25" *)	output	[6:0]	seg, 
(* chip_pin = "24,21,20" *)				output	[2:0]	COM
);
wire [7:0] c;
wire [3:0] ones, tens, hundreds;
Shift_and_add_Multiplier u1(A, B, clear, c);
binary_to_BCD u2(c, ones, tens, hundreds);
Multiplexed_Display u3(CLK, ones, tens, hundreds, seg, COM);
endmodule
module Multiplexed_Display
(
input			CLK,
input	[3:0]	A,
input	[3:0]	B,
input	[3:0]	C,
output	[6:0]	SEG,  
output	[2:0]	COM
);
	wire [1:0] Count;
	wire LatchControl;
	wire [2:0] com_n;
	wire [3:0] L_A, L_B, L_C, Muxd, test;
assign COM = ~com_n;
	PRIORITY_N_COUNTER pc(CLK, Count, {LatchControl, com_n});
	DATA_LATCH l(CLK, LatchControl, {A,B,C}, {L_A, L_B, L_C});
	MUX4_1x4 m(Count, 4'h7, L_A, L_B, L_C, Muxd);
	BCD_7SEG bc(Muxd, SEG);
endmodule
module Shift_and_add_Multiplier
(
input	[2:0]	A,
				B,
input			clear,
output	[7:0]	C
);
reg	[7:0] temp;
assign C = temp;
always@(A or B or clear)
begin
if(clear)
begin
	case(A[0])
		1'b0:temp = 0;
		1'b1:temp = B;
	endcase
	case(A[1])
		1'b0:temp = temp;
		1'b1:temp = temp+(B<<1);
	endcase
	case(A[2])
		1'b0:temp = temp;
		1'b1:temp = temp+(B<<2);
	endcase
end
else
	temp = 0;
end
endmodule
module binary_to_BCD(A,ONES,TENS,HUNDREDS);
	input [7:0] A;
	output [3:0] ONES, TENS;
	output [1:0] HUNDREDS;
	wire [3:0] c1,c2,c3,c4,c5,c6,c7;
	wire [3:0] d1,d2,d3,d4,d5,d6,d7;
	assign d1 = {1'b0,A[7:5]};
	assign d2 = {c1[2:0],A[4]};
	assign d3 = {c2[2:0],A[3]};
	assign d4 = {c3[2:0],A[2]};
	assign d5 = {c4[2:0],A[1]};
	assign d6 = {1'b0,c1[3],c2[3],c3[3]};
	assign d7 = {c6[2:0],c4[3]};
	add3 m1(d1,c1);
	add3 m2(d2,c2);
	add3 m3(d3,c3);
	add3 m4(d4,c4);
	add3 m5(d5,c5);
	add3 m6(d6,c6);
	add3 m7(d7,c7);
	assign ONES = {c5[2:0],A[0]};
	assign TENS = {c7[2:0],c5[3]};
	assign HUNDREDS = {c6[3],c7[3]};
endmodule
module add3(in,out);
	input [3:0] in;
	output [3:0] out;
	reg [3:0] out;
	always @ (in)
		case (in)
			4'b0000	: out <= 4'b0000;
			4'b0001	: out <= 4'b0001;
			4'b0010	: out <= 4'b0010;
			4'b0011	: out <= 4'b0011;
			4'b0100	: out <= 4'b0100;
			4'b0101	: out <= 4'b1000;
			4'b0110	: out <= 4'b1001;
			4'b0111	: out <= 4'b1010;
			4'b1000	: out <= 4'b1011;
			4'b1001	: out <= 4'b1100;
			default	: out <= 4'b0000;
		endcase
	endmodule
==> /design/flow/run.sh <==
#!/bin/bash
# OpenROAD 26Q1-2900-gdf79404cd8, Yosys 0.63+post, stock flow scripts
make -C /OpenROAD-flow-scripts/flow DESIGN_CONFIG=/design/flow/config.mk WORK_HOME=/design/flow/orfs finish
==> /design/flow/config.mk <==
export PLATFORM = sky130hd
export DESIGN_NAME = Lab2
export DESIGN_NICKNAME = Lab2
export VERILOG_FILES = /design/flow/design.v
export SDC_FILE = /design/flow/constraint.sdc
export NUM_CORES = 4
export LEC_CHECK = 1
export CORE_AREA = 10 10 81 81
export DIE_AREA = 0 0 91 91
==> /design/flow/constraint.sdc <==
current_design Lab2

set clk_period 4.7
set clk_io_pct 0.2

create_clock -name clk0 -period $clk_period [get_ports {CLK}]

set non_clock_inputs [all_inputs -no_clocks]
set_input_delay [expr $clk_period * $clk_io_pct] -clock clk0 $non_clock_inputs
set_output_delay [expr $clk_period * $clk_io_pct] -clock clk0 [all_outputs]
==> notes.md <==
Numbers from the implementation run.

The critical path maximum fanout is 4. The maximum vdd ir drop is 0.0693 mV. In this run, synthesis inferred 7 flip-flops with an integrated enable. In this run the critical path is formed by clkdlybuf4s50_1, and2_1, ha_1, inv_1, fa_1, nor2b_2, or2_2, ha_1, inv_1, fa_1, inv_1, or4_4, and4_4, o21a_1, a211o_1. The share of total power dissipated in the clock network is 0.327. The worst hold margin is 456 ps. In the final layout, the share of cells above drive strength 1 is 0.169. Looking at the clock tree report, the H-tree level count equals 1. The placed wire-length estimate after detailed placement is 2100 um. Entering global routing, the biggest net connects 14 pins. Post-CTS repair changed the size of 0 cells. During I/O placement, the number of pins put on the boundary was 18. The worst setup path is launched from an input pin. The period utilization is 0.943. The timing report lists the critical path depth as 15 cells.

The stat command in Yosys gives a chip area of between 0.001 and 0.0015 mm2. The kind of critical path is input pin to flip-flop. The synthesized netlist contains around 55 unique library cells.

The number of clock sinks came to 9. The via count of the first global-routing pass is 1005. Yosys reported that registers with async set or reset make up 0.

The cell sitting at the root of the clock tree is a sky130_fd_sc_hd__clkbuf_8. Per the slew report, the remaining headroom to the max-slew limit stands at 0.604. The layout overhead on the synthesized area is 29.4%. The setup check on the worst reg-to-reg path leaves a slack of approximately 3400 ps. The buffer_ports step reported a buffer count of 17. The cell area that synthesis handed to floorplanning was about 0.0011 mm2. Per the log, the first TritonRoute iteration ended with a DRC count of between 50 and 60.

The number of cells on the worst reg-to-reg path is 3. The DRC violation total left in the routed layout is recorded as 0. In the global route stage, overall resource usage came out at 0.0614. The number of inserted filler cells in the final layout is 522. Subtracting the final worst setup slack from the clock period gives 4430 ps. After detailed routing, the average wire length per cell comes to 11.3 um. The total area inside the core boundary comes to 0.00482 mm2. The die span in x is 91 um. Routability-driven placement finished with a final weighted congestion of between 0.9 and 1. The flow ran to the end, and the final reports show no timing, DRC or antenna violations. Tracing the worst setup path back leads to its startpoint at B[1]. The hold-fix buffer count after cts is 0.

The die area is between 0.008 and 0.009 mm2. The cell with the most instances on the worst path is sky130_fd_sc_hd__inv_1. The number of cells in the yosys synthesis report is 134. Following the worst setup path forward leads to its endpoint at u3.l.OUTPUT[9]$_DFFE_PP_. STA classifies the critical path endpoint as a flip-flop. The worst path required time is 4670 ps. The clock skew after layout is 1.90 ps.

The number of setup buffers added after CTS is 0. The initial antenna violation count came to 0. The area taken by flip-flops and latches is between 200 and 300 um2.

The tally of OpenROAD warnings is 28. The number of vias in the routed layout is between 1000 and 1500. TritonCTS built the clock tree.

For reference, the final report shows the max-slew violation count at 0. The count of antenna diodes in the layout is 0. Setup repair after global routing left no endpoint under its margin. The synthesized instance count is 134. The summed negative setup slack over all endpoints is 0 ps. The final-report hold violation count is 0. The post-detailed-route count of antenna-violating nets is 0. The clock insertion delay at the later pin of the skew report is 230 ps.

The switching portion of total power comes to 0.282. The register share of total power is 0.329. The number of max-cap violations is 0. The slew at the pin closest to its max-slew limit is 594 ps. The power density normalized to cell area is between 150 and 200 mW/mm2. Summed over all layers, the global routing overflow is 0.

The clock passes through at most 2 buffers. The number of buffers created by CTS is 3. The net switching power in the latest report is 74.6 uW. Yosys reported a register bit count of 9.

After detailed routing, the number of vias per cell comes to about 4.8. Counting both buffers and inverters, the worst setup path holds a total of 4. The arrival time at the worst endpoint is 4410 ps.

The setup violation total in the final timing report is 0. The launch point of the worst register-to-register path is recorded as u3.pc.COUNT[0]$_DFF_P_. The endpoint of the most critical register-to-register path is u3.l.OUTPUT[11]$_DFFE_PP_. In this run the worst hold path is classified as flip-flop to flip-flop.

In this design, the largest share of critical-path delay is due to adder cells. The dominant synthesized flop cell is sky130_fd_sc_hd__edfxtp_1. Per the layout area report, the combinational gate area comes to 806 um2. For this run, the top clock speed supported by timing is 226 MHz. The floorplan-stage core utilization is 0.238. The leakage component of the power was reported as 0.578 nW. The combinational share of power is 0.344. The design internal power is 190 uW. Before antenna repair, the detailed router went through 4 iterations. Counting the warning lines in the Yosys log gives 6. Summed over all layers, the routed wires come to approximately 2600 um. The global-route wire length before repair is 4490 um. The critical path's largest stage delay is roughly 550 ps. The sequential fraction of the synthesis area is 0.218. The mean area per synthesized cell is roughly 8.6 um2. Per the post-CTS timing run, clock transition at the registers of the reported paths is 40 ps. The die is 91 um tall. The library cell contributing the largest single delay on the critical path is sky130_fd_sc_hd__or4_4.

The number of core rows is 25.
cell families (layout without fill, tap and decap cells):
kind of cell               after synthesis  after routing  synth area share
DFF                                      9              9             0.218
buffers and inverters                   19             45            0.0806
xor gates and xnor gates                 2              2            0.0153
muxes                                    2              2            0.0185
adders and majority gates               11             11             0.133
AOI/OAI and AO/OA                       42             42             0.279
and+or+nand+nor                         49             49             0.256
state kept, by name, summed over array words and instances, names as in the netlist:
name	count
u3.l.OUTPUT	7
u3.pc.COUNT	2
layer usage:
metal,global-route usage,wire [um],vias to the layer above
met5,0,0,-
met2,0.0931,1080,21
li1,-,-,571
met1,0.0855,1320,491
met4,0.0104,19,0
met3,0.0191,152,4
final cells by class:
class / instances / area share
Clock buffer: 4 / 0.0303
Inverter: 13 / 0.0328
Multi-Input combinational cell: 106 / 0.542
Sequential cell: 9 / 0.168
Tap cell: 67 / 0.0564
Timing Repair Buffer: 28 / 0.170
power groups by stage:
stage | Sequential (mW) | Combinational, mW | Clock [mW]
after global routing | 0.0870 | 0.101 | 0.0947
after CTS | 0.0871 | 0.0909 | 0.0895
final | 0.0871 | 0.0910 | 0.0867
synth_stat cells, drive strengths merged, types with 2 or more instances:
master / number / area (um2)
inv: 13 / 48.8
a21oi: 10 / 50.1
ha: 9 / 113
nor2: 9 / 33.8
nand2: 8 / 30.0
o21ai: 8 / 40.0
edfxtp: 7 / 210
buf: 5 / 40.0
nand3: 5 / 25.0
nand4: 4 / 25.0
nor2b: 4 / 27.5
a32oi: 3 / 26.3
and3: 3 / 21.3
or2: 3 / 18.8
or4: 3 / 26.3
a211oi: 2 / 15.0
a221o: 2 / 20.0
a221oi: 2 / 23.8
a31oi: 2 / 12.5
a32o: 2 / 21.3
and2: 2 / 13.8
and4: 2 / 20.0
and4b: 2 / 20.0
dfxtp: 2 / 40.0
fa: 2 / 40.0
o21a: 2 / 15.0
xnor2: 2 / 17.5
worst min path at each step:
stage | cells past startpoint | to | startpoint
CTS | 1 | u3.pc.COUNT[0]$_DFF_P_ | u3.pc.COUNT[0]$_DFF_P_
global route | 1 | u3.pc.COUNT[0]$_DFF_P_ | u3.pc.COUNT[0]$_DFF_P_
finish | 1 | u3.pc.COUNT[0]$_DFF_P_ | u3.pc.COUNT[0]$_DFF_P_
per-stage QoR:
step | worst slack (ps) | power, mW | instance area, um2 | util | cells
6_report | 269 | 0.265 | 1490 | 0.309 | 227
3_3_place_gp | 59.2 | 0.180 | 1440 | 0.299 | 223
4_1_cts | 260 | 0.267 | 1490 | 0.309 | 227
5_1_grt | 68.4 | 0.283 | 1490 | 0.309 | 227
3_5_place_dp | 29.9 | 0.179 | 1440 | 0.299 | 223
2_1_floorplan | 410 | 0.149 | 1150 | - | 134
layout by cell type, fill, tap and decap left out, drive strengths merged, types with 2 or more instances in the layout:
| cell type | netlist | layout |
|---|---|---|
| a211oi | 2 | 2 |
| xnor2 | 2 | 2 |
| o21a | 2 | 2 |
| edfxtp | 7 | 7 |
| a21oi | 10 | 10 |
| ha | 9 | 9 |
| nand2 | 8 | 8 |
| buf | 5 | 11 |
| fa | 2 | 2 |
| a221o | 2 | 2 |
| dfxtp | 2 | 2 |
| and4 | 2 | 2 |
| o21ai | 8 | 8 |
| and4b | 2 | 2 |
| nand3 | 5 | 5 |
| or4 | 3 | 3 |
| or2 | 3 | 3 |
| a221oi | 2 | 2 |
| inv | 13 | 13 |
| and2 | 2 | 2 |
| a32o | 2 | 2 |
| a32oi | 3 | 3 |
| clkdlybuf4s50 | 0 | 17 |
| nor2b | 4 | 4 |
| nand4 | 4 | 4 |
| nor2 | 9 | 9 |
| a31oi | 2 | 2 |
| and3 | 3 | 3 |
| clkbuf | 1 | 4 |
No activity file was given, so power comes from the tool's default toggle rates.
